<file path="design/flow/design.v">
module sev_seg (
    input [3:0] digit,               
    output reg [6:0] segments        
);
    always @(*)
    case (digit)
    0: segments = 7'b1000000;  
    1: segments = 7'b1111001;  
    2: segments = 7'b0100100;  
    3: segments = 7'b0110000;  
    4: segments = 7'b0011001;  
    5: segments = 7'b0010010;  
    6: segments = 7'b0000010;  
    7: segments = 7'b1111000;  
    8: segments = 7'b0000000;  
    9: segments = 7'b0010000;  
    10: segments = 7'b0001000;  
    11: segments = 7'b0000011;  
    12: segments = 7'b1000110;  
    13: segments = 7'b0100001;  
    14: segments = 7'b0000110;  
    15: segments = 7'b0001110;  
    default segments = 7'b1111111;
    endcase
endmodule
module sev_seg_top (
    input CLOCK_50,              
    input [1:0] KEY,             
    output [6:0] HEX0,           
    output DIG4                  
);
    reg [26:0] cnt;              
    reg [3:0] digit;
    always @(posedge CLOCK_50 or negedge KEY[0])
    begin
        if (!KEY[0])             
        begin
        cnt <=0;                 
        digit <=0;               
        end
            else                 
            begin   
                if (cnt == 27'd49_999_999)  
                begin
                    cnt <= 0;                
                    digit <= digit + 1;      
                end
                    else                     
                        begin
                        cnt <= cnt + 1;      
                        end
            end
    end     
   sev_seg u_hex0 (
    .digit(digit),
    .segments(HEX0)
   );
   assign DIG4 = 1'b0;               
endmodule
</file>
<file path="design/flow/run.sh">
#!/bin/bash
# OpenROAD 26Q1-2900-gdf79404cd8, Yosys 0.63+post, stock flow scripts
make -C /OpenROAD-flow-scripts/flow DESIGN_CONFIG=/design/flow/config.mk WORK_HOME=/design/flow/orfs finish
</file>
<file path="design/flow/config.mk">
export PLATFORM = sky130hd
export DESIGN_NAME = sev_seg_top
export DESIGN_NICKNAME = sev_seg_top
export VERILOG_FILES = /design/flow/design.v
export SDC_FILE = /design/flow/constraint.sdc
export NUM_CORES = 4
export LEC_CHECK = 1
export CORE_AREA = 10 10 102 102
export DIE_AREA = 0 0 112 112
</file>
<file path="design/flow/constraint.sdc">
current_design sev_seg_top

set clk_period 4.1
set clk_io_pct 0.2

create_clock -name clk0 -period $clk_period [get_ports {CLOCK_50}]

set non_clock_inputs [all_inputs -no_clocks]
set_input_delay [expr $clk_period * $clk_io_pct] -clock clk0 $non_clock_inputs
set_output_delay [expr $clk_period * $clk_io_pct] -clock clk0 [all_outputs]
</file>
==> flow_metrics.tcl <==
# collected from the flow reports
set metrics [dict create \
    grt_antenna_before_repair 0 \
    syn_area_um2 1730 \
    grt_pass1_wl_um 5380 \
    fin_cells 293 \
    async_reset_ff_frac 1.00 \
    dominantRegCellSynth "dfrtp_1" \
    cts_resized 0 \
    clock-sinks 31 \
    maxCapViolations 0 \
    port_buffers 8 \
    synthesis.instances 176 \
    cts_buffers 5 \
    clk_pin_slew_ps 60 \
    hold_path_class "register to register" \
    gp_congestion 0.804 \
    min_period_ps 3060 \
    postCtsHoldBufs 0 \
    utilization 0.246 \
    post-dp-hpwl_um 2140 \
    dp.cells 285 \
    drc 0 \
    synth.ff_latch_count 31 \
    finClkSkew_ps 5.68 \
    crit_family "buffers and inverters" \
    layout_top_cell "dfrtp_1" \
    use_met1 0.0687 \
    top_usage_layer "met2" \
    gr-total-overflow 0 \
    final_cell_mix "31 x dfrtp_1, 25 x nor2_1, 16 x xnor2_1" \
    wirelength_um 2930 \
    clk_latency_ps 280 \
    die_w_um 112 \
    initial_utilization 0.211 \
    via_per_inst 4.18 \
    layout-drive-gt1-share 0.0798 \
    relSlewSlack 0.500 \
    warnings 31 \
    cp_slowest_cell "clkdlybuf4s50_1" \
    cts_tree "done" \
    grt_start_max_net_pins 32 \
    yosys_cells 176 \
    post_cts_buffers 0 \
    cp_max_fo 7 \
    p_int_uw 460 \
    core_area_um2 8220 \
    yosys_warnings 2 \
    avgSynthCellArea_um2 9.85 \
    clockBufferDepth 2 \
    setup_violations 0 \
    finalMaxSlewViolations 0 \
    dr.pass1.iters 4 \
    outcome "completed" \
    hold_viol_final 0 \
    edf_count 0 \
    max_slew.worst_pin.slew_ps 743 \
    path_cells "inv_1 > ha_1 > nor2b_1 > or3b_2 > o21ai_0 > clkdlybuf4s50_1" \
    switchingPower_uw 110 \
    ys_chip_area_um2 1730 \
    cp-start-kind "register" \
    grtUsageMet3 0.00869 \
    max_freq_ghz 0.327 \
    antenna_cells 0 \
    cpPeakStageDelay_ps 490 \
    seq_power_share 0.536 \
    arrival_ps 2240 \
    final_antenna_net_count 0 \
    power_frac_comb 0.012 \
    cts_root_buffer "clkbuf_8" \
    crit_type "register to output port" \
    place_area_um2 1920 \
    ir_worst_vdd_mv 0.105 \
    p_clk_frac 0.451 \
    drtIter0Drc 76 \
    use_met2 0.0742 \
    leakage_uw 0.000819 \
    htree_levels 2 \
    grt_usage 0.0481 \
    cp.required_ps 3280 \
    die_y_um 112 \
    wl_per_cell_um 10.0 \
    rsz0062_at_grt "no" \
    synth_seq_share 0.447 \
    netSwitchingFraction 0.194 \
    setup.worst_path.end_class "output port" \
    p_per_area_nw_per_um2 282 \
    critPathBufInv 2 \
    die_area_um2 12500 \
    row_count 33 \
    final.period_utilization 0.746 \
    area_growth_pct 16.7 \
    grt_pass1_vias 1139 \
    fin_area_um2 2020 \
    fin_tns_setup_ps 0 \
    vias 1224 \
    yosysUniqueCellTypes 35 \
    ios 11 \
]
==> state kept, by name, summed over array words and instances (netlist names) <==
signal / flops
cnt: 27
digit: 4
==> worst paths after layout <==
| kind | from | slack, ps | to | cells after the start |
|---|---|---|---|---|
| max in group asynchronous | KEY[0] | 2890 | cnt[12] | 2 |
| min reg2reg | cnt[26] | 480 | cnt[26] | 1 |
| max | digit[1] | 1040 | HEX0[0] | 6 |
| min in group asynchronous | KEY[0] | 930 | cnt[26] | 2 |
| max reg2reg | cnt[9] | 1910 | digit[3] | 6 |
| min | cnt[26] | 480 | cnt[26] | 1 |
==> worst register-to-register path, stage by stage, from the launching register on <==
cell and delay (ps):
dfrtp_1 440, or4_1 510, and4bb_1 270, and3_1 300, buf_4 270, nand4_4 130
xnor2_2 160
==> layout make-up <==
cell class | count | area (um^2)
Tap cell | 105 | 131
Clock buffer | 8 | 100
Sequential cell | 31 | 776
Timing Repair Buffer | 10 | 95.1
Inverter | 5 | 18.8
Multi-Input combinational cell | 134 | 902
Fill cell | 843 | 6190
==> routing by layer <==
metal	share of wire	up-vias
met4	0.024	0
met1	0.50	579
met3	0.029	5
met2	0.45	16
met5	0	-
li1	-	624
==> power groups by stage <==
stage | logic [uW] | registers, uW | clock network (uW)
finish | 7.12 | 306 | 258
global route | 8.49 | 306 | 282
CTS | 7.83 | 306 | 268
==> stage by stage <==
step	total power, uW	hold WS, ps	worst slack (ps)
after floorplan	312	437	1950
after global placement	319	464	1330
after detailed placement	319	467	1310
after CTS	582	479	999
after global routing	596	507	872
final	571	477	1040
==> cells in the mapped netlist, types with 3 or more instances <==
cell     number  area (um^2)
nor2_1       25         93.8
a21oi_1       3         15.0
mux2i_1       6         60.1
ha_1          7         87.6
nand4_1       8         50.1
nand2_1      15         56.3
nand3_1      11         55.1
inv_1         5         18.8
nor4_1        4         25.0
and4_1        3         26.3
xnor2_1      16          140
xor2_1        7         61.3
dfrtp_1      31          776
o21ai_0       6         30.0
==> cells by family after synthesis <==
| kind of cell | count (synthesis) | synth area share |
|---|---|---|
| buf+inv | 11 | 0.0325 |
| mux | 7 | 0.0476 |
| fa+ha+maj | 7 | 0.0505 |
| other cells | 1 | 0.00216 |
| simple gates | 84 | 0.258 |
| flops | 31 | 0.447 |
| compound gates | 11 | 0.0368 |
| xor+xnor | 24 | 0.126 |
Power figures rest on the tool's default switching activity, not on a simulated workload.
